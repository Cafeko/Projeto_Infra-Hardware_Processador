==> ./config.mk <==
export PLATFORM = sky130hd
export DESIGN_NAME = MUX_WriteDataSrc
export DESIGN_NICKNAME = MUX_WriteDataSrc
export VERILOG_FILES = /design/flow/design.v
export SDC_FILE = /design/flow/constraint.sdc
export NUM_CORES = 4
export LEC_CHECK = 1
export CORE_AREA = 10 10 112 112
export DIE_AREA = 0 0 122 122
==> ./constraint.sdc <==
current_design MUX_WriteDataSrc

set clk_period 6.4
set clk_io_pct 0.2

create_clock -name clk0 -period $clk_period

set non_clock_inputs [all_inputs -no_clocks]
set_input_delay [expr $clk_period * $clk_io_pct] -clock clk0 $non_clock_inputs
set_output_delay [expr $clk_period * $clk_io_pct] -clock clk0 [all_outputs]
==> ./design.v <==
module MUX_WriteDataSrc (
    output wire [31:0] O,
    input  wire [31:0] I0,
    input  wire [31:0] I1,
    input  wire [31:0] I2,
    input  wire [31:0] I3,
    input  wire [31:0] I4,
    input  wire [31:0] I5,
    input  wire [31:0] I7,
    input  wire [2:0]  Select
);
assign O = (Select == 3'b000) ? I0:        
           (Select == 3'b001) ? I1:       
           (Select == 3'b010) ? I2:       
           (Select == 3'b011) ? I3:       
           (Select == 3'b100) ? I4:       
           (Select == 3'b101) ? I5:       
           (Select == 3'b110) ? 32'd227:  
                                I7;       
endmodule
==> ./run.sh <==
#!/bin/bash
# OpenROAD 26Q1-2900-gdf79404cd8, Yosys 0.63+post, stock flow scripts
make -C /OpenROAD-flow-scripts/flow DESIGN_CONFIG=/design/flow/config.mk WORK_HOME=/design/flow/orfs finish
==> metrics.log <==
[report] extracting results
[metrics] run status: finished, final reports clean
[metrics] remaining routing DRC violations: 0
[metrics] Worst Setup End Kind: output port
[metrics] hold-critical path depth: 5
[metrics] number of cell instances after yosys synthesis: 261
[metrics] IO Pins: 259
[metrics] # clk buffers: 0
[metrics] area reported by Yosys stat: 2140 um2
[metrics] post-route minimum period: 4.78 ns
[metrics] Cell variety after synth: 31
[metrics] max frequency: 209 MHz
[metrics] total half-perimeter wirelength after legalization and detailed placement: 11000 um
[metrics] data required time of the critical path: 5.12 ns
[metrics] startpoint of the worst setup timing path: Select[0]
[metrics] area used by sequential logic in the layout: 0 um2
[metrics] worst-case headroom to the max-slew limit: 51.7%
[metrics] Worst setup SP type: input port
[metrics] overflow left after global routing: 0
[metrics] setup TNS: 0 ns
[metrics] transition at the pin with the smallest max-transition slack: 0.724 ns
[metrics] pin count of the biggest net entering global routing: 66
[metrics] total of hold buffers inserted after clock tree synthesis: 0
[metrics] setup repair after global routing missed its margin: false
[metrics] drt first pass iters: 6
[metrics] I/O Buffers: 259
[metrics] antenna violations before repair: 0
[metrics] die outline width: 122 um
[metrics] post-detailed-route wirelength per cell: 21.3 um
[metrics] classification of the worst-slack hold path: in -> out
[metrics] dominant cells by area after synthesis: mux4_2 (29%), mux2i_1 (15%), a21oi_1 (7.7%), o22a_1 (5.3%), nor2_1 (4.7%)
[metrics] worst min-delay path startpoint: Select[2]
[metrics] part of the Yosys area used for sequential elements: 0%
[metrics] number of logged tool warnings: 32
[metrics] P_leak: 1.71 nW
[metrics] final hold violation count: 0
[metrics] first-pass GRT wire length: 19700 um
[metrics] GPL Wtd Cong: 0.904
[metrics] Syn. warnings: 0
[metrics] total power density per cell area: 69.3 nW/um2
[metrics] vias in the first global route: 3251
[metrics] family of cells with the greatest summed delay on the critical path: buffers and inverters
[metrics] final setup violating endpoints: 0
[metrics] Core Footprint: 10200 um2
[metrics] largest area contributor in the netlist: mux4_2
[metrics] 1st-iter DRT viols: 148
[metrics] area taken by multi-input logic gates: 1920 um2
[metrics] Avg Cell Area, Syn: 8.20 um2
[metrics] critical setup path kind: in -> out
[metrics] data arrival at the endpoint of the critical path: 3.50 ns
[metrics] Max FO, Critical Path: 38
[metrics] total routing resource utilization after global routing: 17.1%
[metrics] final WL: 13300 um
[metrics] FFs & Latches: 0
[metrics] share of post-route cells with drive strength above 1: 8.18%
[metrics] delay of the slowest critical-path stage: 0.57 ns
[metrics] floorplan die height: 122 um
[metrics] number of vias in the routed layout: 3139
[metrics] Antenna Nets Post-Route: 0
[metrics] post-synthesis to final-layout area growth: 120%
[metrics] most common logic cell in the routed design: clkdlybuf4s50_1
[metrics] area of the die: 14900 um2
[metrics] number of standard cells in the layout, taps in and fillers out: 625
[metrics] maxcap violations: 0
[metrics] cell area after synthesis: 2140 um2
[metrics] cell-by-cell trace of the critical path: buf_4 > buf_4 > mux4_2 > nand2_1 > o21ai_1 > clkdlybuf4s50_1
[metrics] pre-placement core utilization: 20.9%
[metrics] synthesized instance count: 261
[metrics] number of inserted filler cells in the final layout: 988
[metrics] worst ir drop on vdd: 0.0434 mV
[metrics] cell with the largest stage delay on the worst path: buf_4
[metrics] dpl cells: 625
[metrics] Top Layout Cells: clkdlybuf4s50_1 (256), a21oi_1 (33), mux2i_1 (31)
[metrics] post-cts sizing count: 0
[metrics] Critical Path Stages: 6
[metrics] # diodes: 0
[metrics] number of max-slew violations in the final report: 0
[metrics] WP buf/inv: 3
[metrics] most frequent cell on the critical path: buf_4
[metrics] Top cell area share: 29.5%
[metrics] Final period util: 74.7%
[metrics] # rows: 37
[metrics] # Post-CTS Setup Buffers: 0
[metrics] via-per-instance ratio: 5.02
==> metrics by stage <==
step / utilization (%) / total power [mW] / hold slack, ns / setup WS (ns) / area, um2
detailed placement: 46.0 / 0.328 / 3.53 / 1.58 / 4710
global route: 46.0 / 0.354 / 3.61 / 1.40 / 4710
finish: 46.0 / 0.326 / 3.52 / 1.62 / 4710
global placement: 46.0 / 0.327 / 3.53 / 1.58 / 4710
floorplan: - / 0.122 / 2.66 / 2.86 / 2140
CTS: 46.0 / 0.330 / 3.53 / 1.58 / 4710
==> final cells by class <==
cell class	count	area share, %
timing repair buffer	263	55.4
multi-input combinational	223	40.7
tap	136	3.61
inverter	3	0.239
==> kinds of logic (layout without fill, tap and decap cells) <==
kind of cell,Yosys count,in the layout,share of synthesized area (%)
AOI/OAI and AO/OA,114,114,35.4
muxes,61,61,45.0
and+or+nand+nor,48,48,9.30
buffers and inverters,38,266,10.3
==> cells in the mapped netlist, drive strengths merged (3+ instances only) <==
cell and number:
a21oi 33, mux2i 31, mux4 28, nor2 27, buf 21, o22ai 15, clkbuf 14, nand2 13
o21ai 13, o22a 13, a211oi 10, a22oi 10, and2 5, a2111oi 4, a221oi 4, a22o 3
inv 3, o211ai 3, o31a 3
==> per-layer routing <==
layer,wire length (um),vias to the layer above,track usage [%]
met5,0,-,0
met4,0,0,0
met3,1720,0,7.42
met2,6480,172,28.8
met1,5110,1439,21.0
li1,-,1528,-
==> report_power, final <==
part / switching (mW) / internal (mW) / leakage, nW
registers: 0 / 0 / 0
clock network: 0 / 0 / 0
logic: 0.100 / 0.226 / 1.71
total: 0.100 / 0.226 / 1.71
==> final timing paths <==
check,end,slack [ns]
worst max-delay path,O[10],1.62
worst min-delay path,O[3],3.52
No activity file was given, so power comes from the tool's default toggle rates.
