==> /design/flow/design.v <==
module Div(
    output reg [31:0] Hi,
    output reg [31:0] Lo,
    output reg [1:0]  DivtoControl,
    input wire        Clock,
    input wire        Reset,
    input wire [1:0]  State,
    input wire [31:0] Dividend,
    input wire [31:0] Divider
);
reg [63:0] Resto;
reg [31:0] Divider_reg;
reg [5:0] Counter;
reg Dividend_Sinal;
reg Divider_Sinal;
reg [31:0] Temp;
initial begin
    Resto = 64'd0;
    Divider_reg = 32'd0;
    Counter = 6'd0;
    DivtoControl = 2'b00;
end
always @(posedge Clock or posedge Reset) begin
    if (Reset) begin
        Resto = 64'd0;
        Divider_reg = 32'd0;
        Counter = 6'd0;
        DivtoControl = 2'b00;
        Dividend_Sinal = 0;
        Divider_Sinal = 0;
    end
    else if (State == 2'b00) begin
        Counter = 6'd0;
        DivtoControl = 2'b00;
        Dividend_Sinal = 0;
        Divider_Sinal = 0;
    end
    else if (State == 2'b01) begin
        if (Dividend[31] == 1) begin
            Resto = {32'd0, ((~Dividend) + 1)};
            Dividend_Sinal = 1;
        end
        else begin
            Resto = {32'd0, Dividend};
            Dividend_Sinal = 0;
        end
        if (Divider[31] == 1) begin
            Divider_reg = (~Divider) + 1;
            Divider_Sinal = 1;
        end
        else begin
            Divider_reg = Divider;
            Divider_Sinal = 0;
        end
        if (Divider_reg == 0)
            DivtoControl = 2'b10;
    end
    else if (State == 2'b10) begin
        if (Counter <= 32) begin
            Temp = Resto[63:32] - Divider_reg;
            if (Temp[31] == 1) begin
                Resto[63:32] = Resto[63:32];
                Resto = {Resto[62:0], 1'b0};
            end
            else begin
                Resto[63:32] = Temp;
                Resto = {Resto[62:0], 1'b1};
            end
            Counter = Counter + 1;
        end
        if (Counter >= 33) begin
            if (DivtoControl != 2'b01) begin
                if (Dividend_Sinal == Divider_Sinal) begin
                    Resto[31:0] = Resto[31:0];
                end
                else begin
                    Resto[31:0] = (~Resto[31:0]) + 1;
                end
                if (Resto[63:32] != 0) begin
                    Resto[63:32] = {1'b0, Resto[63:33]};
                    if (Dividend_Sinal == 0)
                        Resto[63:32] = Resto[63:32];
                    else 
                        Resto[63:32] = (~Resto[63:32]) + 1;
                end
            end
            DivtoControl = 2'b01;
        end
    end
end
always @(*) begin
        Hi = Resto[63:32];
        Lo = Resto[31:0];
    end
endmodule
==> /design/flow/run.sh <==
#!/bin/bash
# OpenROAD 26Q1-2900-gdf79404cd8, Yosys 0.63+post, stock flow scripts
make -C /OpenROAD-flow-scripts/flow DESIGN_CONFIG=/design/flow/config.mk WORK_HOME=/design/flow/orfs finish
==> /design/flow/config.mk <==
export PLATFORM = sky130hd
export DESIGN_NAME = Div
export DESIGN_NICKNAME = Div
export VERILOG_FILES = /design/flow/design.v
export SDC_FILE = /design/flow/constraint.sdc
export NUM_CORES = 4
export LEC_CHECK = 1
export CORE_UTILIZATION = 40
==> /design/flow/constraint.sdc <==
current_design Div

set clk_period 23.8
set clk_io_pct 0.2

create_clock -name clk0 -period $clk_period [get_ports {Clock}]

set non_clock_inputs [all_inputs -no_clocks]
set_input_delay [expr $clk_period * $clk_io_pct] -clock clk0 $non_clock_inputs
set_output_delay [expr $clk_period * $clk_io_pct] -clock clk0 [all_outputs]
==> impl_table.tex <==
% Synthesis and place-and-route results
\begin{tabular}{lr}
\hline
Metric & Value \\
\hline
\multicolumn{2}{l}{\textbf{Run}} \\
Max-Cap Viols & 0 \\
Tool Warnings & 29 \\
\multicolumn{2}{l}{\textbf{Floorplanning}} \\
Area of the chip & 29300 um\^{}2 \\
Core Rows & 61 \\
Fp util & 40.9\% \\
Floorplan die height & 171 um \\
Core box area & 28000 um\^{}2 \\
Die width & 171 um \\
Number of placed I/O pins & 134 \\
\multicolumn{2}{l}{\textbf{Placed design}} \\
Placed cell areas & 13000 um\^{}2 \\
IO Port Bufs & 133 \\
HPWL after DPL & 27000 um \\
Placer congestion estimate & 0.913 \\
Dpl cells & 2005 \\
\multicolumn{2}{l}{\textbf{Final timing}} \\
Cycle use final & 35.2\% \\
Setup violators final & 0 \\
Final tally of hold violations & 0 \\
Worst clock skew & 0.0149 ns \\
Worst Max-Slew Pin Slew & 0.886 ns \\
Setup repair after global routing missed its margin & false \\
Setup total negative slack & 0 ns \\
Worst slew margin relative to its limit & 40.9\% \\
Number of slew-limit violations in the final report & 0 \\
Achievable clock frequency & 119 MHz \\
Min Tclk post-route & 8.38 ns \\
\multicolumn{2}{l}{\textbf{Worst setup path}} \\
Slowest cell on the critical path & sky130\_fd\_sc\_hd\_\_or4\_1 \\
Worst Path Max Fanout & 6 \\
Category of the most critical setup path & in2reg \\
Setup crit end kind & flip-flop \\
Ordered cell list for the critical path & clkdlybuf4s50\_1, or4\_1, or4\_1, nor3\_1, nand2\_1, or3\_1, mux2\_2, a32o\_1, and3\_1, nand3\_1, a21oi\_1, o21ai\_0, a22o\_1 \\
Required time at the worst-slack endpoint & 24.06 ns \\
Most used cell along the critical path & sky130\_fd\_sc\_hd\_\_or4\_1 \\
Startpoint type of the worst setup path & input pin \\
Longest individual stage delay on the worst path & 0.61 ns \\
Worst endpoint data arrival time & 8.64 ns \\
\multicolumn{2}{l}{\textbf{Drt}} \\
Mean routed wirelength per cell & 18.0 um \\
Pre-antenna DRT Iters & 5 \\
Number of violations reported at the end of detailed-routing iteration 0 & 997 \\
Number of DRC violations after detailed routing & 0 \\
Total length of routed wires & 36400 um \\
Count of antenna diodes in the layout & 0 \\
Vias per inst & 5.90 \\
Routed via count & 11900 \\
Number of nets with antenna violations after routing & 0 \\
\multicolumn{2}{l}{\textbf{Logic synthesis}} \\
Average cell area after synthesis & 7.26 um\^{}2 \\
Synth top cell by count & sky130\_fd\_sc\_hd\_\_nand2\_1 \\
Number of standard cells reported by yosys & 1578 \\
Area of the mapped netlist & 11500 um\^{}2 \\
Post-synth ARST share & 100\% \\
Number of synthesized register bits & 106 \\
AO/OA Area Share & 30.5\% \\
FA/HA/MAJ Cells, Area Fraction & 4.65\% \\
Synth area leaders & sky130\_fd\_sc\_hd\_\_dfrtp\_1 23\%, sky130\_fd\_sc\_hd\_\_nand2\_1 6.2\%, sky130\_fd\_sc\_hd\_\_a21oi\_1 6.1\%, sky130\_fd\_sc\_hd\_\_xor2\_1 5.2\%, sky130\_fd\_sc\_hd\_\_o21ai\_0 5.1\% \\
Cell types with the highest counts after synthesis & 188 x sky130\_fd\_sc\_hd\_\_nand2\_1, 152 x sky130\_fd\_sc\_hd\_\_nor2\_1, 139 x sky130\_fd\_sc\_hd\_\_a21oi\_1, 117 x sky130\_fd\_sc\_hd\_\_o21ai\_0, 106 x sky130\_fd\_sc\_hd\_\_dfrtp\_1 \\
Area leader, netlist & sky130\_fd\_sc\_hd\_\_dfrtp\_1 \\
Unique cell types & 87 \\
Largest family of logic cells by area & AND-OR/OR-AND gates \\
Dominant Register Cell & sky130\_fd\_sc\_hd\_\_dfrtp\_1 \\
Portion of the post-synthesis area used by sequential elements & 23.1\% \\
Multiplexer area fraction after synthesis & 2.62\% \\
Ys Warns & 1 \\
Cell count after synthesis & 1578 \\
Post-Synth XOR/XNOR Area & 8.64\% \\
Post-synthesis share of cell area spent on and, or, nand and nor gates & 24.0\% \\
Area share of the largest cell type after synthesis & 23.1\% \\
Area of the synthesized netlist per yosys stat & 11500 um\^{}2 \\
Count of library flops with an enable pin & 0 \\
\multicolumn{2}{l}{\textbf{Clocking}} \\
Num Clock Sinks & 106 \\
Number of cells upsized or downsized after cts & 0 \\
Clock-pin slew of the registers on the worst-case setup and hold paths & 0.08 ns \\
TritonCTS clock tree & done \\
TritonCTS Buffers & 9 \\
Post-CTS setup buffers & 0 \\
Clock latency on the worst-skew pair & 0.37 ns \\
H-tree depth & 3 \\
CTS Root Cell & sky130\_fd\_sc\_hd\_\_clkbuf\_16 \\
CTS max path bufs & 2 \\
Hold buffer count at cts & 0 \\
\multicolumn{2}{l}{\textbf{Global route}} \\
Routing usage on met2 & 38.2\% \\
Aggregate global-route resource usage & 25.8\% \\
Via count of the first global-routing pass & 10700 \\
Wire length of the first global-routing pass & 58900 um \\
Layer with the highest usage & met1 \\
Remaining global-route overflow & 0 \\
Number of antenna violations at the first check in global routing & 0 \\
Global routing met3 resource utilization & 3.51\% \\
M1 GR Usage & 41.1\% \\
Largest net degree at the start of global routing & 73 \\
\multicolumn{2}{l}{\textbf{Pwr}} \\
Power per standard cell area & 99.9 nW/um\^{}2 \\
Fraction of power spent switching nets & 49.9\% \\
Power share of the combinational group & 65.0\% \\
Largest vdd supply drop & 0.0491 mV \\
Relative contribution of the clock network to total power & 11.2\% \\
Int Pwr & 664 uW \\
Sequential cell fraction of total power & 23.8\% \\
Leakage power & 0.00526 uW \\
Overall Power & 1330 uW \\
Switching power & 662 uW \\
\multicolumn{2}{l}{\textbf{Finish}} \\
Non-filler instance count after layout & 2021 \\
Area Growth Syn to Fin & 15.9\% \\
Share of post-route cells with drive strength above 1 & 4.81\% \\
Cell area after layout & 13300 um\^{}2 \\
Number of fillers in the final layout & 2785 \\
Flip-flop count of the largest register after layout & 64 \\
\multicolumn{2}{l}{\textbf{Run status}} \\
Result of the run & completed \\
\multicolumn{2}{l}{\textbf{Min path}} \\
Worst min-delay path class & reg2reg \\
\hline
\end{tabular}
## final timing paths
kind / start / endpoint / slack, ns / cells past startpoint
max: Divider[12] / DivtoControl[1]$_DFFE_PP0P_ / 15.42 / 13
min: Divider_reg[4]$_DFFE_PP0P_ / Divider_reg[4]$_DFFE_PP0P_ / 0.53 / 2
max reg2reg: Resto[54]$_DFFE_PP0P_ / Resto[24]$_DFFE_PP0P_ / 17.48 / 23
min reg2reg: Divider_reg[4]$_DFFE_PP0P_ / Divider_reg[4]$_DFFE_PP0P_ / 0.53 / 2
max in group asynchronous: Reset / Resto[54]$_DFFE_PP0P_ / 18.13 / 3
min in group asynchronous: Reset / Resto[3]$_DFFE_PP0P_ / 4.71 / 2
## worst max-delay path, delay by kind of cell
family          cells  cell delay, ns
simple gates        7            2.36
compound gates      4            0.79
buf+inv             1            0.50
mux                 1            0.24
## metrics by stage
| stage | worst slack [ns] | utilization (%) | hold slack (ns) |
|---|---|---|---|
| after CTS | 15.37 | 47.4 | 0.530 |
| after floorplan | 15.97 | - | 0.457 |
| after global routing | 15.08 | 47.4 | 0.536 |
| final | 15.42 | 47.4 | 0.526 |
| after detailed placement | 14.99 | 46.5 | 0.512 |
| after global placement | 14.97 | 46.5 | 0.504 |
## metal layers
metal  share of wire (%)  up-vias
li1                    -     5923
met1                  49     5556
met2                  43      402
met3                 6.9       36
met4                 1.6        0
met5                   0        -
## cells by family after synthesis
| logic type | Yosys count |
|---|---|
| AND/OR/NAND/NOR | 568 |
| AND-OR/OR-AND | 533 |
| buffers and inverters | 188 |
| XOR/XNOR | 113 |
| flip-flops | 106 |
| adder cells (fa/ha/maj) | 42 |
| multiplexers | 28 |
## layout by cell type, fill, tap and decap left out, types with 7 or more instances in the layout
cell type and n:
sky130_fd_sc_hd__dfrtp_1 106, sky130_fd_sc_hd__nand3_1 26, sky130_fd_sc_hd__o32ai_1 7, sky130_fd_sc_hd__and3_1 21
sky130_fd_sc_hd__inv_1 81, sky130_fd_sc_hd__clkdlybuf4s50_1 133, sky130_fd_sc_hd__nand4_1 18, sky130_fd_sc_hd__o41ai_1 15
sky130_fd_sc_hd__a221oi_1 8, sky130_fd_sc_hd__nor3_1 41, sky130_fd_sc_hd__o311ai_0 9, sky130_fd_sc_hd__nand2_1 187
sky130_fd_sc_hd__clkbuf_16 9, sky130_fd_sc_hd__a211oi_1 20, sky130_fd_sc_hd__nor2_1 152, sky130_fd_sc_hd__o2111ai_1 7
sky130_fd_sc_hd__nor4_1 16, sky130_fd_sc_hd__xor2_1 68, sky130_fd_sc_hd__o221ai_1 13, sky130_fd_sc_hd__o211ai_1 22
sky130_fd_sc_hd__o21ai_0 117, sky130_fd_sc_hd__o31ai_1 28, sky130_fd_sc_hd__xnor2_1 45, sky130_fd_sc_hd__or3_1 25
sky130_fd_sc_hd__ha_1 39, sky130_fd_sc_hd__a21oi_1 139, sky130_fd_sc_hd__or4_1 12, sky130_fd_sc_hd__mux2i_1 18
sky130_fd_sc_hd__nor2b_1 9, sky130_fd_sc_hd__o21ai_1 8, sky130_fd_sc_hd__a21o_1 14, sky130_fd_sc_hd__a31oi_1 40
sky130_fd_sc_hd__or2_2 10, sky130_fd_sc_hd__nand2b_1 12, sky130_fd_sc_hd__o2bb2ai_1 9, sky130_fd_sc_hd__buf_4 22
## power by group through the flow
stage | clock network [uW] | logic, uW | registers, uW
after CTS | 151 | 853 | 314
after global routing | 158 | 963 | 323
final | 149 | 862 | 316
## cell type report
type / instances / area (um^2) / share of cell area (%)
inverters: 82 / 310 / 2.34
clock inverters: 6 / 42.5 / 0.320
flip-flops and latches: 106 / 2650 / 20.0
well taps: 378 / 473 / 3.56
repair buffers: 155 / 1500 / 11.3
clock buffers: 10 / 229 / 1.72
multi-input cells: 1284 / 8080 / 60.8
Power and IR drop assume default switching activity.
