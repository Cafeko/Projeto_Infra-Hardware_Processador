==> ./design.v <==
module Mult (
    output reg  [31:0] Hi,
    output reg  [31:0] Lo,
    output reg         MulttoControl,
    input  wire        Clock,
    input  wire        Reset,
    input  wire [1:0]  State,
    input  wire [31:0] Multiplying,
    input  wire [31:0] Multiplier
);
    reg [5:0]  Counter;
    reg [31:0] Multiplying_reg;
    reg [63:0] Product;
    reg        Operation;
    reg        Product_signal;
initial begin
    MulttoControl = 0;
    Counter = 6'd0;
    Multiplying_reg <= 32'd0;
    Product <= 64'd0;
end
always @(posedge Clock or posedge Reset) begin
    if (Reset) begin
        MulttoControl = 0;
        Counter = 6'd0;
        Multiplying_reg <= 32'd0;
        Product <= 64'd0;
    end
    else if (State == 2'b00) begin
        MulttoControl = 0;
        Counter = 6'd0;
    end
    else if (State == 2'b01) begin
        Multiplying_reg = Multiplying;
        MulttoControl = 0;
        Counter = 6'd0;
        if (Multiplying[31] == Multiplier[31])
            Product_signal = 0;
        else
            Product_signal = 1;
        if (Multiplier[31] == 0) begin
            Operation = 0;
            Product = {32'd0, Multiplier};
        end
        else begin 
            Operation = 1;
            Product = {32'd0, ((~Multiplier) + 1)};
        end
    end
    else if (State == 2'b10) begin
        if (Counter <= 31) begin
            if (Product[0] == 1) begin
                if (Operation == 0)
                    Product[63:32] = Product[63:32] + Multiplying_reg;
                else 
                    Product[63:32] = Product[63:32] - Multiplying_reg;
            end
            if (Product[63:32] == 0)
                Product = {1'b0, Product[63:1]};
            else
                Product = {Product_signal, Product[63:1]};
            Counter = Counter + 1;
        end
        if (Counter >= 32) begin
            MulttoControl = 1;
        end
    end
end
always @(*) begin
    Hi = Product[63:32];
    Lo = Product[31:0];
end
endmodule
==> ./run.sh <==
#!/bin/bash
# OpenROAD 26Q1-2900-gdf79404cd8, Yosys 0.63+post, stock flow scripts
make -C /OpenROAD-flow-scripts/flow DESIGN_CONFIG=/design/flow/config.mk WORK_HOME=/design/flow/orfs finish
==> ./config.mk <==
export PLATFORM = sky130hd
export DESIGN_NAME = Mult
export DESIGN_NICKNAME = Mult
export VERILOG_FILES = /design/flow/design.v
export SDC_FILE = /design/flow/constraint.sdc
export NUM_CORES = 4
export LEC_CHECK = 1
export CORE_UTILIZATION = 40
==> ./constraint.sdc <==
current_design Mult

set clk_period 19.8
set clk_io_pct 0.2

create_clock -name clk0 -period $clk_period [get_ports {Clock}]

set non_clock_inputs [all_inputs -no_clocks]
set_input_delay [expr $clk_period * $clk_io_pct] -clock clk0 $non_clock_inputs
set_output_delay [expr $clk_period * $clk_io_pct] -clock clk0 [all_outputs]
==> GITHUB_STEP_SUMMARY <==
## Synthesis and layout report

| Metric | Value |
|---|---|
| Relative slew slack | 44.2% |
| Hold Slack | 0.510 ns |
| Ratio of cells with drive above 1 in the final layout | 7.30% |
| Netlist cell types | 67 |
| Worst Hold Launch | Product[14] |
| FF-to-FF setup slack | 14.19 ns |
| Hold buffers post-CTS | 0 |
| Pwr Total | 1.18 mW |
| Crit path capture type | register |
| Post-Syn Instances | 914 |
| FP Rows | 50 |
| Late-Pin Clk Latency | 0.36 ns |
| Final worst slack | 13.14 ns |
| Fin crit share | 33.6% |
| First-pass GRT wire length | 34500 um |
| Vias in the first global route | 6483 |
| Clk pin slew, worst setup/hold paths | 0.08 ns |
| LEAKAGE | 3.94 nW |
| H-tree Lvls | 3 |
| Core area | 18800 um^2 |
| DRC Markers | 0 |
| RSZ-0062 raised after global routing | no |
| Grt ovf | 0 |
| Clock Skew | 0.00666 ns |
| Post-DP HPWL | 15800 um |
| Worst vdd rail ir drop | 63.5 uV |
| CTS Sinks | 105 |
| FF+latch area | 2640 um^2 |
| P&R area growth vs syn | 23.9% |
| Yosys stat chip area | 7750 um^2 |
| Status | completed |
| Largest net degree at the start of global routing | 84 |
| Die Size | 19900 um^2 |
| Critical Path Start Type | input port |
| Worst Path Arrival | 6.88 ns |
| Wire per inst | 16.5 um |
| Top cell type by instance count after synthesis | nand2_1 |
| CP max FO | 5 |
| Area fraction in compound gates | 21.4% |
| Count of tool warnings | 27 |
| Fraction of registers with async set/reset | 98.1% |
| Die height | 141 um |
| Dominant comb cell | AND-OR/OR-AND gates |
| Worst Path Required | 20.02 ns |
| Max FFs per register | 64 |
| DRT iter0 DRCs | 411 |
| Initial core utilization | 41.2% |
| Gp weighted congestion | 0.935 |
| P per Cell Area | 123 nW/um^2 |
| Antenna Cells | 0 |
| Post_cts resized | 0 |
| DRT Wirelength | 21300 um |
| Count of library flops with an enable pin | 2 |
| Num CTS Buffers | 9 |
| Initial antenna violation count | 0 |
| Synth Area in Simple Gates | 18.8% |
| Pre-Repair DR Iteration Count | 4 |
| Setup Buffers After CTS | 0 |
| CP Class | input port to register |
| Worst r2r path cells | 17 |
| List of most frequent post-synthesis cells | 126 x nand2_1, 111 x o21ai_0, 103 x dfrtp_1 |
| Top cell type by total area after synthesis | dfrtp_1 |
| Aggregate global-route resource usage | 22.4% |
| Ports | 133 |
| Detail Route Antenna Nets | 0 |
| Terminus of the critical flop-to-flop path | Product[63] |
| Place WS | 12.76 ns |
| Hold Violations, Final | 0 |
| WHS Endpoint | Product[14] |
| CTS tree | yes |
| Number of cell instances after yosys synthesis | 914 |
| Synth Seq Share | 34.0% |
| WHS Path Cells | 2 |
| Pin slew with the least headroom to its limit | 0.817 ns |
| Setup TNS | 0 ns |
| Post-synth area hogs | dfrtp_1 33%, o21ai_0 7.2%, nand2_1 6.1%, ha_1 6.0%, xnor2_1 5.0% |
| Port-buffer cells | 132 |
| Tightest Hold Check Type | register to register |
| Synthesized area per cell | 8.48 um^2 |
| Post-Synth Adder-Cell Area | 6.23% |
| Pins over their slew limit | 0 |
| Mux area share | 6.99% |
| Bufs on Longest Clock Path | 2 |
| Multi-input logic area | 4850 um^2 |
| Cell Area, Synth | 7750 um^2 |
| Max-cap viol count | 0 |
| Fill count | 1778 |
| #FFs+latches synth | 105 |
| Tmin final | 6.66 ns |
| Vias | 6961 |
| Yosys warning total | 1 |
| Die width | 141 um |
| Vias per cell | 5.41 |
| Worst R2R Start | Multiplying_reg[9] |
| FMAX | 150 MHz |
| Dominant register cell | dfrtp_1 |
| Synth Area in XOR/XNOR | 9.04% |
| Max-area cell share | 33.3% |
| Root Buffer Master | clkbuf_16 |
| Setup Viol. Count Final | 0 |
## final cells by class
cell class | instances | area share [%]
multi-input combinational | 741 | 50.5
clock buffer | 9 | 2.35
clock inverter | 7 | 0.795
sequential | 105 | 27.5
timing repair buffer | 141 | 14.5
inverter | 24 | 0.965
tap | 260 | 3.39
## critical path, cell delays in order
cell and delay [ns]:
clkdlybuf4s50_1 0.49, or4_4 0.53, or4_4 0.44, or3_4 0.35, or3_4 0.35, nand2b_4 0.16, o41ai_4 0.21, xor2_1 0.17
nand2_1 0.08, o21ai_2 0.09, o21ai_2 0.06
## through the flow
| step | util, % | instance area (um^2) | cells |
|---|---|---|---|
| CTS | 51.0 | 9600 | 1287 |
| global placement | 49.4 | 9300 | 1271 |
| detailed placement | 49.4 | 9300 | 1271 |
| global route | 51.0 | 9600 | 1287 |
| floorplan | - | 7750 | 914 |
| finish | 51.0 | 9600 | 1287 |
## report_power, final
| group | switching (mW) | leakage, nW | internal [mW] |
|---|---|---|---|
| Sequential | 0.0757 | 1.31 | 0.276 |
| Combinational | 0.330 | 2.48 | 0.306 |
| Clock | 0.0903 | 0.145 | 0.0997 |
## placed cells by master, fill, tap and decap left out, types with 15 or more instances in the layout
cell type and count:
nor3_1 16, xor2_1 36, mux2_2 33, dfrtp_1 102
xnor2_1 44, a21oi_1 53, o31ai_1 17, mux2i_1 17
inv_1 22, o21ai_0 111, nor2_1 61, ha_1 36
nand2_1 126, nor2b_1 15, clkdlybuf4s50_1 132
## kinds of logic (layout without fill, tap and decap cells)
family / count (synthesis) / in the layout
flops: 105 / 105
mux: 50 / 50
fa+ha+maj: 38 / 38
xor+xnor: 80 / 80
compound gates: 270 / 270
buf+inv: 68 / 181
simple gates: 303 / 303
## layer usage
metal | track usage [%] | vias to the layer above | routed length (um)
met5 | 0 | - | 0
met4 | 2.00 | 0 | 210
met3 | 5.78 | 15 | 1440
met2 | 34.4 | 162 | 9440
met1 | 33.8 | 3269 | 10200
li1 | - | 3515 | -
## worst max-delay path by stage
stage                  start     endpoint  slack (ns)
finish        Multiplier[15]  Product[30]       13.14
global route   Multiplier[9]  Product[29]       12.98
CTS           Multiplier[15]  Product[30]       13.15
No activity file was given, so power comes from the tool's default toggle rates.
